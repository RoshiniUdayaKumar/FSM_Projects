===== flow/config.mk =====
export PLATFORM = sky130hd
export DESIGN_NAME = Secure_Car_Key
export DESIGN_NICKNAME = Secure_Car_Key
export VERILOG_FILES = /design/flow/design.v
export SDC_FILE = /design/flow/constraint.sdc
export NUM_CORES = 4
export LEC_CHECK = 1
export CORE_AREA = 10 10 70 70
export DIE_AREA = 0 0 80 80

===== flow/constraint.sdc =====
current_design Secure_Car_Key

set clk_period 1.0
set clk_io_pct 0.2

create_clock -name clk0 -period $clk_period [get_ports {clk}]

set non_clock_inputs [all_inputs -no_clocks]
set_input_delay [expr $clk_period * $clk_io_pct] -clock clk0 $non_clock_inputs
set_output_delay [expr $clk_period * $clk_io_pct] -clock clk0 [all_outputs]

===== flow/design.v =====
`timescale 1ns / 1ps
module Secure_Car_Key(
    input clk,
    input reset,
    input A,
    output reg R
    );
reg [2:0] state, next_state;
parameter Wait=3'b000,
K1= 3'b001,
K2= 3'b010,
K3=3'b011, 
K4= 3'b100;
always @(*)
begin 
case(state)
Wait: 
begin 
R=1'b0;
if(A==0)
next_state=Wait;
else 
next_state=K1;
end
K1: 
begin 
R=1;
next_state=K2;
end
K2: 
begin 
R=1;
next_state=K3;
end
K3: 
begin 
R=0;
next_state=K4;
end
K4: 
begin 
R=1;
next_state=Wait;
end
default: next_state=Wait;
endcase   
end 
always @(posedge clk)
begin 
if(reset)
state<= Wait;
else
state<= next_state;
end 
endmodule

===== flow/run.sh =====
#!/bin/bash
# OpenROAD 26Q1-2900-gdf79404cd8, Yosys 0.63+post, stock flow scripts
make -C /OpenROAD-flow-scripts/flow DESIGN_CONFIG=/design/flow/config.mk WORK_HOME=/design/flow/orfs finish

==> results.cfg <==
; implementation run metrics
[clocking]
cts_resized = 0
cts_max_level = 1
numCtsBuffers = 3
cts_tree = built
clk_latency_ns = 0.24
hold_buffers = 0
post_cts_buffers = 0
clk_pin_slew_ns = 0.05
cts-root-buf = clkbuf_4
clockBufferDepth = 2

[final_timing]
unclocked_pins = 1
finalHoldViolCount = 0
worstMarginPinSlew_ns = 0.174
untimed_endpoints = 2
tns_ns = 0
fin_worst_skew_ns = 0.00636
period_minus_slack_ns = 0.788
setup_viol = 0
rsz0062_at_grt = false
slew_viol_final = 0
fmax_mhz = 1270
finalClockPeriodUsage_pct = 78.8
relSlewSlack_pct = 88.4

[global_routing]
grt_usage_pct = 1.14
grt_pass1_vias = 131
antenna_found_initial = 0
grt_pass1_wl_um = 552
grt.overflow.total = 0
grt_max_degree = 6

[power]
total_power_mw = 0.478
max-vdd-ir-drop_mv = 0.905
powerDensity_nw_per_um2 = 1650
switching_power_mw = 0.0963
pwr-share-comb_pct = 6.1
pwr-share-seq_pct = 45.6
swShare_pct = 20.1
leakagePower_nw = 0.103
p_int_mw = 0.382
power.share.clock_pct = 48.4

[finish]
mostFrequentLayoutCell = dfxtp_1
fin_util_pct = 8.46
final_cell_area_um2 = 289
area_delta_synth_final_pct = 65.0
drive_above_1_share_pct = 21.7
stdcell_count = 69
lay_top_cells = dfxtp_1, nor2b_1, clkbuf_4, clkdlybuf4s50_1, nor2_1

[place]
dp_cells = 65
gp_congestion = 0.568
io_buffers = 3
place_area_um2 = 263

[synth]
yosysCellCount = 16
synthTopCellsByArea = dfxtp_1, nor2b_1, dlxtn_1, or3_4, nor3_2
ys_types = 9
ys_ff = 6
synth_warnings = 1
yosys.area.top_type = dfxtp_1
syn_inst = 16
syn_area_um2 = 175
syn_avg_cell_area_um2 = 10.9
top_cell_area_share_pct = 57.1
ys_area_um2 = 175

[worst_hold_path]
holdCritPathClass = register to register

[critical_path]
critPathLaunchType = input port
worstPathRequired_ns = 1.12
critPathKind = input port to register
critPathMaxFanout = 5
cpMaxStageDelayCell = clkdlybuf4s50_1
arrival_ns = 0.91
slowest_delay_ns = 0.48
end_kind = register
crit_chain = clkdlybuf4s50_1 > nor2_1 > o21ai_0
crit_buf_inv = 1
crit_family = buffers and inverters

[detailed_routing]
dr.first_iter.drc_count = 0
routed-via-count = 120
totalWireLength_um = 313
antenna_left = 0
via_per_inst = 1.74
dr.pass1.iters = 1
wl_per_cell_um = 4.54
drc_errors = 0
n_antenna_cell = 0

[flow_run]
drv_cap = 0
tool_warnings = 25

[floorplanning]
io_pins = 4
dieWidth_um = 80
chipArea_um2 = 6400
coreArea_um2 = 3420
die_h_um = 80
fp_util_pct = 5.13
rows = 21

[run_status]
outcome = completed
==> metal layers <==
| metal | wire [um] | global-route usage, % | vias up |
|---|---|---|---|
| met1 | 182 | 1.47 | 47 |
| met3 | 42 | 1.14 | 0 |
| met5 | 0 | 0 | - |
| met2 | 88 | 1.20 | 7 |
| li1 | - | - | 66 |
| met4 | 0 | 0.352 | 0 |
==> kinds of logic (layout without fill, tap and decap cells) <==
logic type	count (synthesis)	after routing	share of synthesized area, %
latches	1	1	8.57
AND-OR/OR-AND	1	1	2.85
AND/OR/NAND/NOR	8	8	29.3
flip-flops	5	5	57.1
buffers and inverters	1	8	2.14
==> Yosys cell counts <==
master,instances
dfxtp_1,5
dlxtn_1,1
inv_1,1
nand2_1,1
nor2_1,2
nor2b_1,3
nor3_2,1
o21ai_0,1
or3_4,1
==> stage by stage <==
| step | setup slack [ns] | hold slack, ns |
|---|---|---|
| after CTS | 0.209 | 0.459 |
| final | 0.212 | 0.453 |
| after global routing | 0.155 | 0.481 |
| after detailed placement | -0.0255 | 0.445 |
| after floorplan | 0.450 | 0.272 |
| after global placement | 0.00976 | 0.444 |
==> worst register-to-register path, stage by stage, from the launching register on <==
cell and delay, ns:
dfxtp_1 0.37, inv_1 0.05, o21ai_0 0.13
==> power groups by stage <==
stage                 registers (mW)  logic [mW]  clock network [mW]
after CTS                      0.218      0.0295               0.235
after global routing           0.219      0.0322               0.245
final                          0.218      0.0289               0.231
==> registers in the layout (all words and copies together), names as in the netlist <==
signal and cells:
R 1, state 5
==> path summary, 6_finish.rpt <==
path | from | slack (ns) | end | depth (start not counted)
max | reset | 0.21 | state[0] | 3
min | state[2] | 0.45 | state[4] | 1
max reg2reg | state[0] | 0.38 | state[0] | 2
min reg2reg | state[2] | 0.45 | state[4] | 1
==> cell type report <==
class / instances / area [um^2]
clock buffers: 4 / 26.3
fillers: 408 / 3130
inverters: 1 / 3.75
multi-input cells: 9 / 56.3
flip-flops and latches: 6 / 115
well taps: 46 / 57.6
repair buffers: 3 / 30.0
Power figures rest on the tool's default switching activity, not on a simulated workload.
