$ cat ./config.mk
export PLATFORM = sky130hd
export DESIGN_NAME = Moore_Overlap
export DESIGN_NICKNAME = Moore_Overlap
export VERILOG_FILES = /design/flow/design.v
export SDC_FILE = /design/flow/constraint.sdc
export NUM_CORES = 4
export LEC_CHECK = 1
export CORE_AREA = 10 10 70 70
export DIE_AREA = 0 0 80 80
$ cat ./constraint.sdc
current_design Moore_Overlap

set clk_period 1.9
set clk_io_pct 0.2

create_clock -name clk0 -period $clk_period [get_ports {clk}]

set non_clock_inputs [all_inputs -no_clocks]
set_input_delay [expr $clk_period * $clk_io_pct] -clock clk0 $non_clock_inputs
set_output_delay [expr $clk_period * $clk_io_pct] -clock clk0 [all_outputs]
$ cat ./design.v
`timescale 1ns / 1ps
module Moore_Overlap(in,clk,reset,out);
input in,clk,reset;
output reg out;
parameter S0=3'b000,
S1=3'b001,
S2=3'b010,
S3=3'b011,
S4=3'b100;
reg [2:0] state, next_state;
always @(*)
begin 
case(state)
S0: 
begin 
if(in)
next_state=S1;
else 
next_state=S0;
end
S1: 
begin 
if(in)
next_state=S2;
else 
next_state=S0;
end
S2:
begin 
if(in)
next_state=S2;
else 
next_state=S3;
end
S3:
begin 
if(in)
next_state=S4;
else 
next_state=S0;
end
S4:
begin 
if(in)
next_state=S2;
else 
next_state=S0;
end
default: next_state=S0;
endcase
end
always@(negedge clk)
begin
if(reset)
state<= S0;
else 
state<=next_state;
end
always @(state)
begin
case(state)
S0: out=1'b0;
S1: out=1'b0;
S2: out=1'b0;
S3: out=1'b0;
S4: out=1'b1;
endcase
end
endmodule
$ cat ./run.sh
#!/bin/bash
# OpenROAD 26Q1-2900-gdf79404cd8, Yosys 0.63+post, stock flow scripts
make -C /OpenROAD-flow-scripts/flow DESIGN_CONFIG=/design/flow/config.mk WORK_HOME=/design/flow/orfs finish
==> out/results.tsv <==
metric	value	unit
Ports	4	
count of unclocked register or latch pins	1	
Hold Path Cell Cnt	1	
Crit Path Class	in -> reg	
yosys warning tally	1	
most numerous logic cells after layout	6 x inv_1, 5 x dfxtp_1, 3 x clkbuf_4, 3 x clkdlybuf4s50_1	
top cells by area	dfxtp_1 53%, and3b_1 9.3%, nor3b_1 8.0%, dlxtn_1 8.0%, nor3b_2 6.7%	
# DRC	0	
CP arrival	1100	ps
cts hold-fix bufs	0	
H-Tree Depth	1	
Placed Cells	64	
Log Warnings	30	
Final Skew	8.18	ps
first-pass GRT wire length	627	um
Max-cap violations	0	
# Post-CTS Setup Buffers	0	
Seq cells post-synth	6	
r2r setup slk	1120	ps
Cell Pwr Density	912	nW/um^2
cell area after synthesis	188	sq um
number of CTS-inserted buffers	3	
# Cells Yosys	15	
pin count of the biggest net entering global routing	6	
R2R depth	2	
RSZ-0062 raised after global routing	no	
GRT Overall Usage	1.34	%
P_leak	0.133	nW
setup violators final	0	
Yosys top cell by area	dfxtp_1	
syn_area_per_cell	12.5	sq um
Max-area cell share	53.3	%
Worst path max stage delay	530	ps
clk latency of the worst-skew pair	310	ps
Worst Hold Class	reg -> reg	
GPL Wtd Cong	0.736	
TritonRoute pass-1 iters	2	
DR vias/cell	1.94	
outcome	completed	
WL/cell	5.57	um
maximum net fanout on the critical path	5	
Worst EP required	1140	ps
cell family with most CP delay	buffers and inverters	
drt total wl	401	um
crit end category	flop	
Starting DRT DRC Count	1	
GRT overflow	0	
Critical Path, Cell by Cell	clkdlybuf4s50_1 -> and3b_1	
VDD IR-drop max	400	uV
P&R area growth vs syn	68.7	%
endpoints left unconstrained	2	
Site Rows	21	
most numerous logic cell after layout	inv_1	
die width	80	um
layout cells sized above 1	19.2	%
PortBufs	3	
Die ar.	6400	sq um
Hold Vio Cnt, Final	0	
yosys stat area	188	sq um
CTS tree	built	
clock root buffer	clkbuf_4	
Post-Route Utilization	9.27	%
post-synthesis instance total	15	
CP Depth	2	
initial core utilization	5.49	%
Slew HR	85.2	%
number of gates resized after CTS	0	
antenna fix cells	0	
antenna viol nets, final	0	
Worst-Margin Slew	220	ps
initial antenna violation count	0	
vias in the first global route	161	
Clock Path Buffers	2	
Die H	80	um
core area	3420	sq um
Final HPWL DP	287	um
post-synth cell types	9	
crit start category	primary input	
via count	140	
Final Max Slew Viols	0	
Clock Pin Slew Worst Setup and Hold Paths	30	ps
Crit-path slowest cell	clkdlybuf4s50_1	
CP bufs+invs	1	
Cell Count, Final, Fillers Out	72	
[synthesized netlist by cell type]
| cell | n |
|---|---|
| and3b_1 | 2 |
| dfxtp_1 | 5 |
| dlxtn_1 | 1 |
| inv_1 | 1 |
| nor3_2 | 1 |
| nor3b_1 | 2 |
| nor3b_2 | 1 |
| nor4_1 | 1 |
| o21bai_1 | 1 |
[state kept, by name, summed over array words and instances (netlist names)]
| register | flops |
|---|---|
| out | 1 |
| state | 5 |
[layer usage]
metal / share of wire [%] / vias up / track usage (%)
met3: 20 / 0 / 2.16
met1: 56 / 56 / 1.53
met4: 0 / 0 / 0.880
li1: - / 75 / -
met2: 24 / 9 / 0.883
met5: 0 / - / 0
[through the flow]
step	power [mW]	hold WS, ps	cell area [sq um]	TNS (ps)	worst slack, ps
global placement	0.148	479	275	-1070	-246
global route	0.318	516	317	0	38.2
detailed placement	0.149	491	275	-1150	-264
finish	0.289	498	317	0	41.7
floorplan	0.141	465	188	0	308
CTS	0.299	497	317	0	56.3
[cells by family (layout without fill, tap and decap cells)]
family / Yosys count / in the layout / share of synthesized area, %
flops: 5 / 5 / 53.3
latches: 1 / 1 / 8.00
compound gates: 1 / 1 / 4.00
simple gates: 7 / 7 / 32.7
buf+inv: 1 / 12 / 2.00
[path summary, 6_finish.rpt]
kind,end,from
worst max-delay path,state[3],reset
worst min-delay path,state[4],state[2]
worst max register to register,state[0],state[1]
worst min register to register,state[4],state[2]
[power by group]
group          switching [mW]  internal [mW]  total [mW]  leakage [nW]
registers             0.00283          0.111       0.114        0.0485
logic                 0.00499        0.00939      0.0144        0.0390
clock network          0.0720         0.0886       0.161        0.0458
[cell type report]
type	instances	area (sq um)
Clock inverter	6	22.5
Timing Repair Buffer	3	30.0
Clock buffer	3	22.5
Sequential cell	6	115
Tap cell	46	57.6
Multi-Input combinational cell	8	68.8
Fill cell	408	3100
No activity file was given, so power comes from the tool's default toggle rates.
