--- flow/run.sh ---
#!/bin/bash
# OpenROAD 26Q1-2900-gdf79404cd8, Yosys 0.63+post, stock flow scripts
make -C /OpenROAD-flow-scripts/flow DESIGN_CONFIG=/design/flow/config.mk WORK_HOME=/design/flow/orfs finish
--- flow/config.mk ---
export PLATFORM = sky130hd
export DESIGN_NAME = Moore_Seq_Det
export DESIGN_NICKNAME = Moore_Seq_Det
export VERILOG_FILES = /design/flow/design.v
export SDC_FILE = /design/flow/constraint.sdc
export NUM_CORES = 4
export LEC_CHECK = 1
export CORE_AREA = 10 10 70 70
export DIE_AREA = 0 0 80 80
--- flow/constraint.sdc ---
current_design Moore_Seq_Det

set clk_period 1.0
set clk_io_pct 0.2

create_clock -name clk0 -period $clk_period [get_ports {clk}]

set non_clock_inputs [all_inputs -no_clocks]
set_input_delay [expr $clk_period * $clk_io_pct] -clock clk0 $non_clock_inputs
set_output_delay [expr $clk_period * $clk_io_pct] -clock clk0 [all_outputs]
--- flow/design.v ---
`timescale 1ns / 1ps
module Moore_Seq_Det(in,clk,reset,out);
input in,clk,reset;
output reg out;
parameter S0=3'b000,
S1=3'b001,
S2=3'b010,
S3=3'b011,
S4=3'b100;
reg [2:0] state, next_state;
always @(*)
begin 
case(state)
S0: 
begin 
if(in)
next_state=S1;
else 
next_state=S0;
end
S1: 
begin 
if(in)
next_state=S2;
else 
next_state=S0;
end
S2:
begin 
if(in)
next_state=S1;
else 
next_state=S3;
end
S3:
begin 
if(in)
next_state=S4;
else 
next_state=S0;
end
S4:
begin 
if(in)
next_state=S1;
else 
next_state=S0;
end
default: next_state=S0;
endcase
end
always@(negedge clk)
begin
if(reset)
state<= S0;
else 
state<=next_state;
end
always @(state)
begin
case(state)
S0: out=1'b0;
S1: out=1'b0;
S2: out=1'b0;
S3: out=1'b0;
S4: out=1'b1;
endcase
end
endmodule
==> results.py <==
# Auto-generated metrics
metrics = {
    "outcome": {
        "status": "complete, but fails checks",
        "violations": "setup timing",
    },
    "routing": {
        "wirelength_um": 411,
        "firstDrtPassIters": 3,
        "drt_iter0_markers": 3,
        "vias": 143,
        "drcViolationCount": 0,
        "ant_nets": 0,
        "antenna_cells": 0,
        "vias_per_cell": 1.986,
        "wire_per_inst_um": 5.708,
    },
    "synth": {
        "yosysWarnings": 1,
        "ys_types": 10,
        "synth.avg_cell_area_um2": 12.60,
        "synth_chip_area_um2": 188.9,
        "ys_cells": 15,
        "syn_area_um2": 188.9,
        "synth_flop_count": 6,
        "synthCells": 15,
    },
    "place": {
        "gp_congestion": 0.7138,
        "dp_slack_ns": -0.5660,
        "place_inst": 64,
        "io_buffers": 3,
    },
    "power_and_ir_drop": {
        "total_power_mw": 0.5415,
        "leakagePower_nw": 0.1371,
        "peakVddDrop_mv": 0.4526,
        "powerDensity_nw_per_um2": 1718,
    },
    "hold_path": {
        "min_path_type": "reg2reg",
        "hold_end": "state[4]",
        "worstHoldStart": "state[2]",
        "hold_depth": 1,
    },
    "clock_tree": {
        "htree_levels": 1,
        "cts-root-buf": "clkbuf_4",
        "clk_pin_slew_ns": 0.03,
        "cts_tree": "done",
        "insertion_delay_ns": 0.30,
        "cts-buffers-inserted": 3,
        "clockBufferDepth": 2,
        "post-cts-setup-buffers": 0,
    },
    "critical_path": {
        "max_stage_delay_ns": 0.29,
        "critical_path.top_delay_family": "buffers and inverters",
        "timing.rr.start": "state[3]",
        "cp_slowest_cell": "dlygate4sd2_1",
        "regToRegEndpoint": "state[0]",
        "worstPathRequired_ns": 0.69,
        "rrSetupSlack_ns": 0.19,
        "critPathKind": "in2reg",
        "arrival_ns": 0.70,
        "cp-start-kind": "input pin",
        "crit_chain": "dlygate4sd2_1 -> and3b_2",
        "path_buffers": 1,
        "ff2ff_path_depth": 2,
        "path_max_fanout": 5,
        "crit_path_end_kind": "flip-flop",
    },
    "grt": {
        "grt_usage_pct": 1.437,
        "grt_max_degree": 6,
        "grt_first_pass_wirelength_um": 648,
        "overflow": 0,
        "antenna_found_initial": 0,
        "grt_pass1_vias": 174,
    },
    "flow_run": {
        "cap_violations": 0,
        "tool_warnings": 30,
    },
    "final_timing": {
        "hold_violations": 0,
        "unclocked_pins": 1,
        "tns_ns": -0.01094,
        "finalSetupViolCount": 1,
        "worst_slack_ns": -0.01094,
        "slew_violations": 0,
        "untimed_endpoints": 2,
        "worst_slew_pin_slew_ns": 0.2266,
        "fin_skew_ns": 0.003109,
        "rsz0062_at_grt": "no",
        "timing.slew.headroom_pct": 84.76,
    },
    "finish": {
        "final_cells": 72,
        "areaGrowthSynthToFinish_pct": 66.89,
        "drive_above_1_share_pct": 23.08,
        "fin_util_pct": 9.231,
    },
    "die": {
        "die-area_um2": 6400,
        "floorplan.io_pins": 4,
        "fp_util_pct": 5.531,
        "rows": 21,
        "die_h_um": 80,
        "coreArea_um2": 3416,
        "die_x_um": 80,
    },
}
power by group:
part | switching, mW | leakage, nW | total, mW | internal [mW]
clock network | 0.133 | 0.0458 | 0.302 | 0.168
registers | 0.00531 | 0.0485 | 0.216 | 0.210
logic | 0.0103 | 0.0428 | 0.0244 | 0.0141
kinds of logic after synthesis:
| kind of cell | Yosys count | share of synthesized area [%] |
|---|---|---|
| buffers and inverters | 1 | 1.985 |
| AOI/OAI and AO/OA | 1 | 3.975 |
| and+or+nand+nor | 7 | 33.11 |
| latches | 1 | 7.945 |
| DFF | 5 | 52.98 |
cell usage in the layout, fill, tap and decap left out, drive strengths merged:
| master | instances |
|---|---|
| nor3 | 1 |
| nor4 | 1 |
| clkdlybuf4s50 | 1 |
| inv | 6 |
| dfxtp | 5 |
| dlxtn | 1 |
| clkbuf | 3 |
| and3b | 2 |
| o21bai | 1 |
| nor3b | 3 |
| dlygate4sd2 | 2 |
cell type report:
type                       count  area (µm²)
fill                         403        3100
sequential                     6       115.1
multi-input combinational      8       70.07
tap                           46       57.56
timing repair buffer           3       27.53
clock buffer                   3       22.52
clock inverter                 6       22.52
how the worst max path moves through the flow:
stage     from       end  slack [ns]  cells after the start
4_1_cts     in  state[2]        0.01                      2
5_1_grt     in  state[3]       0.005                      2
6_report    in  state[2]       -0.01                      2
stage by stage:
step	hold WS [ns]	cell area, µm²
5_1_grt	0.5120	315.3
6_report	0.4913	315.3
3_5_place_dp	0.4895	276.5
2_1_floorplan	0.4637	188.9
3_3_place_gp	0.4766	276.5
4_1_cts	0.4917	315.3
Yosys cell counts:
master    number  share of area (%)
dlxtn_1        1                7.9
nor3b_1        2                7.9
and3b_2        1                5.3
nor3b_2        1                6.6
o21bai_1       1                4.0
and3b_1        1                4.6
dfxtp_1        5                 53
inv_1          1                2.0
nor3_2         1                5.3
nor4_1         1                3.3
registers in the layout (all words and copies together), names as in the netlist:
signal,count
state,5
out,1
layer usage:
metal | up-vias | share of wire (%) | track usage [%]
met5 | - | 0 | 0
met4 | 0 | 0 | 0.7042
met3 | 0 | 16 | 2.273
met2 | 7 | 27 | 1.124
met1 | 60 | 57 | 1.598
li1 | 76 | - | -
timing repair:
action                                  4_1_cts  5_1_grt
hold buffers                                  0        0
hold endpoints to repair                      0        0
gates resized                                 2        0
endpoints found under the setup margin        5        0
Power is estimated from default activity; no workload was simulated.
